[design/flow/config.mk]
export PLATFORM = sky130hd
export DESIGN_NAME = mem_byte
export DESIGN_NICKNAME = mem_byte
export VERILOG_FILES = /design/flow/design.v
export SDC_FILE = /design/flow/constraint.sdc
export NUM_CORES = 4
export LEC_CHECK = 1
export CORE_UTILIZATION = 50
export SYNTH_MEMORY_MAX_BITS = 65536
[design/flow/constraint.sdc]
current_design mem_byte

set clk_period 37.7
set clk_io_pct 0.2

create_clock -name clk0 -period $clk_period [get_ports {clk}]

set non_clock_inputs [all_inputs -no_clocks]
set_input_delay [expr $clk_period * $clk_io_pct] -clock clk0 $non_clock_inputs
set_output_delay [expr $clk_period * $clk_io_pct] -clock clk0 [all_outputs]
[design/flow/design.v]
module mem_byte#
(
parameter DATAWIDTH =32 ,
parameter ADDRESS   =8 ,
parameter DEPTH     =256
)
(
    input                           clk,   
    input                           en,
    input                           wr,
    input           [3:0]           wr_mask,
    input           [ADDRESS-1:0]   addr,
    input           [DATAWIDTH-1:0] wr_data,
    output logic    [DATAWIDTH-1:0] r_data
);
logic [DATAWIDTH-1:0] mem [DEPTH-1:0];
always_ff @(posedge clk) begin
    if(en)begin
        if(wr)begin
            if(wr_mask[0])begin
            mem[addr][7:0]<=wr_data[7:0];
            end
            if(wr_mask[1])begin
            mem[addr][15:8]<=wr_data[15:8];
            end
            if(wr_mask[2])begin
            mem[addr][23:16]<=wr_data[23:16];
            end
            if(wr_mask[3])begin
            mem[addr][31:24]<=wr_data[31:24];
            end
        end
        else if(!wr)begin
            r_data  <= mem[addr][31:0];
        end
    end
end
endmodule
[design/flow/run.sh]
#!/bin/bash
# OpenROAD 26Q1-2900-gdf79404cd8, Yosys 0.63+post, stock flow scripts
make -C /OpenROAD-flow-scripts/flow DESIGN_CONFIG=/design/flow/config.mk WORK_HOME=/design/flow/orfs finish
==> notes.md <==
Physical implementation

For this run, the chip area from Yosys synthesis comes to 0.313 sq mm. The library cells used most frequently in the layout, excluding fill and tap cells, are 8224 x edfxtp_1, 2048 x mux4_2, 1036 x nor2_1. The final routed DRC violation total is 0.

Setup slack on the critical path of the routed design comes to 23.32 ns. STA classifies the critical path endpoint as a flip-flop. The mean area per synthesized cell is 22.2 sq um. The number of routed nets with antenna violations is 0.

The number of cell instances after yosys synthesis is 14100. The detailed-routing iteration count for the pre-antenna-repair pass is 5. The clock-pin transition on the worst setup and hold timing paths is 0.06 ns. The ratio of final minimum period to clock period is 38.1%. The internal power contribution is 14800 uW. The total wirelength of the detailed-routed design is 805 mm. The number of antenna violations at the first check in global routing is 50. The number of gates given a new drive strength after cts is 0. In this run the power spent charging and discharging nets is 3980 uW. The final setup violation count is 0. The floorplan row count is 290.

Checking hold timing, the worst path is listed with class reg2reg. OpenROAD emitted warnings numbering 42. The report counts max-capacitance violations totalling 0. The areal power density over the cells is 53.5 mW/mm^2.

The starting density of the core is 50.2%. The TritonCTS buffer count is 812. Setup slack on the worst path after placement came out at 21.76 ns. The share of the core filled with cells is 56.4%. From left edge to right edge, the die measures 793 um. The critical-path maximum fanout is 56. 79 I/O pins were placed. The global-route wire length before repair is 1160 mm. As logged by OpenROAD, the buffers inserted on ports number 78.

The area growth from synthesis to final layout is 12.3%. Entering global routing, the biggest net connects 116 pins. Yosys reported a register bit count of 8224. The leakage power of the design is 0.106 uW.

The HPWL after detailed placement is 491 mm. The number of levels in the clock H-tree is 6. TritonCTS built the clock tree. Net switching is 21.1% of the power. The power report attributes to the sequential group a share of 53.5%. The full die area is 0.630 sq mm.

For this run, the number of Yosys warnings is 1. The congestion estimate from routability-driven global placement came to 0.883. The clock reaches the later pin of the worst-skew pair after 1.15 ns. The number of global-route vias before repair was 168000. The vertical die dimension reported for this design is 793 um.

The clock network power share is 42.2%. Counting every instance in the synthesized netlist gives 14100. After global routing the overflow that remains totals 0. In this run the clock root is driven by a clkbuf_16. The peak supply drop is 0.0543 mV.

The maximum number of buffers from clock root to sink is 4. Overall routing resource usage recorded by global route was 29.5%. The number of hold buffers added after CTS was 0. Leaving out fill and tap cells, the most frequent cell in the layout is edfxtp_1. The flow ran to the end, and the final reports show no timing, DRC or antenna violations. The data arrival at the endpoint of the critical path is 15.29 ns. The count of clock tree sinks is 8224.

The critical path start-end classification is in2reg. In the Yosys report, the sequential cells make up 78.8% of the chip area. The mapped netlist covers 0.313 sq mm. The data required time of the worst path is 38.61 ns.

The measured slew at the worst slew-check pin is 1.34 ns. The worst setup path is launched from an input pin. Endpoints failing hold in the final report were tallied at 0. The worst relative slew slack is 10.6%. The setup fix buffers added after clock tree synthesis is 0. Based on the critical path, the design can be clocked at up to 69.5 MHz. Setup repair after global routing left no endpoint under its margin. The part of the power in combinational logic is 4.3%. Adding up every negative setup slack in the final design gives 0 ns. The layout has 43800 filler cells.

The average wire length per cell after detail routing is 34.1 um. According to the floorplan report, the placeable core area is 0.624 sq mm. The fraction of layout cells with a size suffix above 1 is 25.1%. The detailed-route via count is 147000. Pins over their slew limit in the final report were tallied at 0.

The number of DRC markers after the initial detailed-route iteration is 9266. The smallest clock period supported by the final layout is computed as 14.38 ns. The per-cell via count in the routed design is 6.24. The number of different library cells in the post-synthesis netlist is 21. Across the routed clock network, the largest skew measured is 0.0725 ns.
## Yosys cell counts, drive strengths merged
master  count  area, sq um
or2         2         12.5
nor3        5         25.0
a21oi     512         2560
edfxtp   8224       247000
nor2b       9         56.3
a22oi    1024         7690
mux4     2048        46100
nand2b      6         37.5
nand4      32          200
nand3       4         20.0
buf       321         1770
and2        3         18.8
nand2     106          398
o41ai     128         1120
nor2     1039         3900
clkbuf    610         2290
and3        7         43.8
## path summary, 6_finish.rpt
kind,startpoint,to,slack (ns),depth (start not counted)
setup / recovery,addr[0],r_data[9],23.32,15
hold / removal,mem[82][12],r_data[12],1.00,5
setup reg to reg,mem[174][16],r_data[16],34.34,5
hold reg to reg,mem[82][12],r_data[12],1.00,5
## cell families (layout without fill, tap and decap cells)
group	count (synthesis)	count (layout)	share of synthesized area [%]
compound gates	1664	1664	3.63
buf+inv	931	2086	1.30
flops	8224	8224	78.8
mux	2048	2048	14.7
other cells	0	57	0
simple gates	1213	1213	1.50
## registers in the layout, summed over array words and instances, names as in the netlist
name / cells
mem: 8192
r_data: 32
## through the flow
stage,cell area [sq um],hold slack [ns],power [uW],instances
CTS,351000,0.998,19000,23600
floorplan,313000,0.896,10700,14100
detailed placement,325000,0.986,11100,22100
finish,352000,1.00,18800,23600
global route,352000,1.05,19400,23600
global placement,325000,0.964,11100,22100
## power by group through the flow
| stage | Sequential, uW | Combinational, uW | Clock [uW] |
|---|---|---|---|
| after CTS | 10100 | 819 | 8060 |
| after global routing | 10100 | 871 | 8410 |
| final | 10100 | 809 | 7940 |
## cell type report
type | instances | area, sq um | area share [%]
clock inverters | 506 | 5410 | 1.54
flip-flops and latches | 8224 | 247000 | 70.2
multi-input cells | 4925 | 62700 | 17.8
clock buffers | 985 | 21000 | 5.96
repair buffers | 595 | 5010 | 1.42
well taps | 8322 | 10400 | 2.96
diodes | 57 | 143 | 0.0406
## worst max-delay path: stages
cell	delay, ns
buf_16	0.30
buf_4	0.55
buf_4	0.62
buf_4	0.58
buf_4	0.67
buf_4	0.58
buf_4	0.65
buf_4	0.71
buf_4	0.67
mux4_2	0.59
a22oi_1	0.23
a21oi_1	0.16
o41ai_1	0.80
buf_4	0.24
nand4_1	0.08
## metal layers
metal | vias up | global-route usage [%] | share of wire (%)
li1 | 61000 | - | -
met1 | 75100 | 35.4 | 29
met2 | 9800 | 41.6 | 47
met3 | 1465 | 24.5 | 19
met4 | 70 | 9.36 | 4.0
met5 | - | 1.60 | 0.17
No activity file was given, so power comes from the tool's default toggle rates.
