`flow/design.v`:
```
module alu #(parameter DATA_WIDTH = 32) 
    (
    input   logic  [DATA_WIDTH-1:0]    a_i,
    input   logic  [DATA_WIDTH-1:0]    b_i,
    input   logic  [DATA_WIDTH-29:0]   op_i,
    output  logic [DATA_WIDTH-1:0]     res_o
    );
    always_comb begin
        if (op_i==4'b0000) begin
            res_o = a_i + b_i;  
        end
        else if (op_i==4'b0001) begin
            res_o = a_i - b_i;  
        end
        else if (op_i==4'b0010) begin
            res_o = a_i << b_i;  
        end
        else if (op_i==4'b0011) begin
            res_o = ($signed (a_i) < $signed (b_i))? 1 : 0;  
        end 
        else if (op_i==4'b0100) begin
            res_o = (a_i < b_i)? 1 : 0;  
        end          
        else if (op_i==4'b0101) begin
            res_o = a_i ^ b_i;  
        end
        else if (op_i==4'b0110) begin
            res_o = a_i >> b_i;  
        end
        else if (op_i==4'b0111) begin
            res_o = a_i >>> b_i;  
        end
        else if (op_i==4'b1000) begin
            res_o = a_i | b_i;  
        end
        else if (op_i==4'b1001) begin
            res_o = a_i & b_i;  
        end
        else begin
            res_o = 0;
        end
    end
endmodule
```
`flow/run.sh`:
```
#!/bin/bash
# OpenROAD 26Q1-2900-gdf79404cd8, Yosys 0.63+post, stock flow scripts
make -C /OpenROAD-flow-scripts/flow DESIGN_CONFIG=/design/flow/config.mk WORK_HOME=/design/flow/orfs finish
```
`flow/config.mk`:
```
export PLATFORM = sky130hd
export DESIGN_NAME = alu
export DESIGN_NICKNAME = alu
export VERILOG_FILES = /design/flow/design.v
export SDC_FILE = /design/flow/constraint.sdc
export NUM_CORES = 4
export LEC_CHECK = 1
export CORE_UTILIZATION = 30
```
`flow/constraint.sdc`:
```
current_design alu

set clk_period 24.0
set clk_io_pct 0.2

create_clock -name clk0 -period $clk_period

set non_clock_inputs [all_inputs -no_clocks]
set_input_delay [expr $clk_period * $clk_io_pct] -clock clk0 $non_clock_inputs
set_output_delay [expr $clk_period * $clk_io_pct] -clock clk0 [all_outputs]
```
==> deck_impl_summary.md <==
Synthesis and Place & Route Summary

Global route
  • Grt ovf: 0
  • Vias in the first global route: 9946
  • Initial antenna violation count: 0
  • First-pass GRT wire length: 63400 um
  • Largest net degree at the start of global routing: 66
  • Total track usage: 29.3%

Setup path
  • Crit path DAT: 9630 ps
  • Worst Path Class, Setup: in -> out
  • Crit path required time: 19200 ps
  • Crit start category: input pin
  • CP delay by family, top: AND-OR/OR-AND gates
  • Crit path max-delay cell type: buf_4
  • CP max stage delay: 510 ps
  • Worst path bufs/invs: 5
  • Max FO, Critical Path: 62
  • CP cell instances: buf_2 > buf_4 > inv_2 > buf_4 > ha_1 > o21bai_1 > o211ai_1 > a31oi_1 > a221oi_1 > o31ai_1 > a31oi_1 > o311ai_0 > o311ai_1 > xnor2_1 > o211ai_1 > clkdlybuf4s50_1
  • Endpoint type of the worst setup path: primary output

Routing
  • 1st-iter DRT viols: 1157
  • DRC: 0
  • Total iterations of the first detailed-routing run: 6
  • Antenna-violating nets left: 0
  • Vias: 10700
  • WL per Instance: 24.8 um
  • ANT cells: 0
  • Via density: 6.18
  • Drt total wl: 42800 um

Logic synthesis
  • Synth Warn #: 1
  • Yosys synthesis chip area: 8640 um^2
  • Syn avg cell area: 6.50 um^2
  • Post-Synthesis Cell Area: 8640 um^2
  • Synth Instances: 1329
  • Synth top area cells: ha_1 (14%), a21oi_1 (8.6%), mux4_2 (7.8%), nor2_1 (6.7%), mux2i_1 (5.8%)
  • Yosys cell count: 1329
  • Top-area cell share: 13.9%
  • Post-synth seq share: 0%
  • Largest area contributor in the netlist: ha_1
  • Synth cell types: 78

Pwr
  • Internal power: 0.0846 mW
  • Peak supply drop: 0.00000870 V
  • NetSw: 0.131 mW
  • Power per cell area: 22.0 nW/um^2
  • Sw Share: 60.8%
  • Comb pwr share: 100.0%
  • Flop pwr share: 0%
  • Clock share of power: 0%
  • Leakage: 3.98 nW

Min path
  • Min-delay src: op_i[0]
  • Hold Path Class: in -> out
  • Hold path depth: 4
  • Worst Hold Path EP: res_o[1]

Finish
  • Area grow syn2layout: 13.8%
  • Registers: 0
  • Register area: 0 um^2
  • Non-Filler Instances: 1727
  • Share of layout cells above drive strength 1: 6.52%
  • Number of clock buffers in the layout: 0
  • Util after Layout: 35.0%

Placed design
  • Routability cong.: 1.05
  • DPL Wire Length: 33900 um
  • I/O Buffers: 100
  • Post-place setup slack: 9650 ps
  • Placed cell count: 1727

STA
  • Worst slew pin tran: 777 ps
  • RSZ-0062 raised after global routing: false
  • Total negative slack: 0 ps
  • Min Hold Slack: 10490 ps
  • Final period utilization: 60.1%
  • Final hold vios: 0
  • Final worst slack: 9570 ps
  • Final setup fails: 0
  • FMAX: 69.3 MHz
  • Max Slew Vio Count: 0
  • Max-slew headroom: 48.0%
  • Min Clock Period, post-route: 14430 ps

Flow run
  • Max cap viols: 0
  • Log Warnings: 96

CTS
  • Post-CTS Resized: 0
  • Hold-fix buffers at CTS: 0
  • Post-CTS setup repair buffer count: 0

Floorplanning
  • Core area: 28100 um^2
  • IO Count: 100
  • DIE WIDTH: 172 um
  • Floorplan utilization: 30.8%
  • Chip area: 29500 um^2
  • Die Y: 172 um
  • Rows: 61

Outcome
  • Status: complete, no violations
metrics by stage:
step	total power [mW]	cell area (um^2)
finish	0.216	9830
global route	0.233	9830
CTS	0.212	9830
detailed placement	0.210	9830
global placement	0.212	9830
floorplan	0.134	8640
cells in the final DEF, fill, tap and decap left out, types with 11 or more instances in the layout:
cell	instances
o31ai_1	11
o21ai_0	86
a221oi_1	17
a31oi_1	26
xnor2_1	22
a21o_1	14
o221ai_1	17
nor4_1	12
mux2_2	11
a21oi_1	149
ha_1	96
a211oi_1	24
nor2_1	155
mux4_2	30
clkdlybuf4s50_1	95
and2_1	13
o22ai_1	31
buf_4	27
nand2b_1	11
o211ai_1	20
nor3_1	29
mux2i_1	50
nand3_1	20
inv_1	99
nand2_1	128
routing by layer:
layer	GRT usage (%)	share of wire (%)	up-vias
li1	-	-	4939
met5	0	0	-
met1	44.2	45	5102
met3	4.57	9.5	61
met4	6.50	2.3	0
met2	43.7	44	566
power by group through the flow:
stage / sequential, mW / combinational, mW / clock (mW)
6_report: 0 / 0.216 / 0
4_1_cts: 0 / 0.212 / 0
5_1_grt: 0 / 0.233 / 0
cell usage after synthesis (7+ instances only):
master and instances:
buf_2 22, o21ai_1 10, o22ai_1 31, clkbuf_1 62
nand3_1 20, a211oi_1 24, mux2i_1 50, buf_1 14
nand2b_1 11, nand2_1 128, o221ai_1 17, a21o_1 14
ha_1 96, o21ai_0 86, xnor2_1 22, mux2_2 11
o31ai_1 11, a22oi_1 10, nor4_1 12, nor2b_1 8
a221o_1 7, o211ai_1 20, mux4_2 30, inv_1 99
a21oi_1 149, and2_1 13, nor2_1 155, a221oi_1 17
o21bai_1 9, a31oi_1 26, and3_1 7, nor3_1 30
or3_1 8
cell families after synthesis:
logic type                 Yosys count  share of synthesized area (%)
and+or+nand+nor                    412                           21.3
xor gates and xnor gates            24                           2.43
muxes                               91                           15.0
AOI/OAI and AO/OA                  495                           37.1
buffers and inverters              209                           9.83
adders and majority gates           98                           14.4
worst max-delay path by stage:
stage | slack (ps) | to | cells past startpoint | start
5_1_grt | 9210 | res_o[29] | 16 | b_i[1]
6_report | 9570 | res_o[29] | 16 | b_i[1]
4_1_cts | 9650 | res_o[29] | 16 | b_i[1]
cell type report:
cell class | count | area, um^2
multi-input cells | 1120 | 7800
fillers | 3124 | 18300
inverters | 103 | 387
well taps | 378 | 473
repair buffers | 126 | 1170
Power figures rest on the tool's default switching activity, not on a simulated workload.
