$ cat design/flow/design.v
module mem_bit#
(
    parameter ADDR       = 8,
    parameter DATA_WIDTH = 32,
    parameter DEPTH      = 256 
)
(
    input logic                     clk,
    input logic                     en,   
    input logic                     wr,
    input logic  [ADDR-1:0]          addr,
    input logic  [DATA_WIDTH-1:0]    wr_data,
    input logic  [DATA_WIDTH-1:0]    bit_mask,
    output logic [DATA_WIDTH-1:0]    r_data
);
    logic [DATA_WIDTH-1:0] mem[DEPTH-1:0];
    always_ff @(posedge clk) begin
        if(en)begin
            if(wr)begin
                mem[addr]<= wr_data & bit_mask;
            end
            else if(!wr)  begin
                r_data  <= mem[addr];
            end
        end 
    end
endmodule
$ cat design/flow/run.sh
#!/bin/bash
# OpenROAD 26Q1-2900-gdf79404cd8, Yosys 0.63+post, stock flow scripts
make -C /OpenROAD-flow-scripts/flow DESIGN_CONFIG=/design/flow/config.mk WORK_HOME=/design/flow/orfs finish
$ cat design/flow/config.mk
export PLATFORM = sky130hd
export DESIGN_NAME = mem_bit
export DESIGN_NICKNAME = mem_bit
export VERILOG_FILES = /design/flow/design.v
export SDC_FILE = /design/flow/constraint.sdc
export NUM_CORES = 4
export LEC_CHECK = 1
export CORE_UTILIZATION = 40
export SYNTH_MEMORY_MAX_BITS = 65536
$ cat design/flow/constraint.sdc
current_design mem_bit

set clk_period 67.7
set clk_io_pct 0.2

create_clock -name clk0 -period $clk_period [get_ports {clk}]

set non_clock_inputs [all_inputs -no_clocks]
set_input_delay [expr $clk_period * $clk_io_pct] -clock clk0 $non_clock_inputs
set_output_delay [expr $clk_period * $clk_io_pct] -clock clk0 [all_outputs]
==> flow_metrics.rpt <==
RUN METRICS
----------------------------------------------------
[Status]
  Status ........................ complete, no violations

[Die]
  Initial standard-cell utilization of the core ........................ 0.402
  Overall die height ........................ 882 um
  Standard-cell row count ........................ 322
  Core Box Area ........................ 770000 sq um
  Horiz. Die Dim ........................ 882 um
  Die area ........................ 777000 sq um
  Count of boundary I/O pins ........................ 107

[STA]
  Period utilisation layout ........................ 0.291
  Setup-failing EPs final ........................ 0
  Post-Route Setup TNS ........................ 0 ns
  Maximum clock skew at final layout ........................ 0.0656 ns
  Final slew viol count ........................ 0
  Min Tclk post-route ........................ 19.68 ns
  FMAX ........................ 0.0508 GHz
  Tightest Pin Transition ........................ 1.31 ns
  Max-Slew Margin vs Limit ........................ 0.120
  Final setup margin ........................ 48.02 ns
  RSZ-0062 raised after global routing ........................ no
  Hold violation count in the final report ........................ 0

[Detailed routing]
  DRC marker count from the first detailed-route iteration ........................ 9964
  Vias after detailed routing ........................ 146000
  Ratio of routed vias to standard cells ........................ 5.83
  Pre-Repair DR Iteration Count ........................ 6
  WL/cell ........................ 35.4 um
  Residual DRC count ........................ 0
  Detail Route Antenna Nets ........................ 0
  Wirelength, routed ........................ 889 mm

[Clock tree]
  Clock latency of the later-clocked register in the worst-skew pair ........................ 1.23 ns
  Htree depth ........................ 6
  TritonCTS clock tree ........................ done
  Reg clk slew, reported paths ........................ 0.06 ns
  CTS Root Buffer Type ........................ clkbuf_16
  Hold Buf Count CTS ........................ 0
  Num Clock Sinks ........................ 8224
  Buffer count from post-CTS setup fixing ........................ 0
  Buffer levels on the longest clock path ........................ 4
  Cts bufs inserted ........................ 796
  Cts repair resizes ........................ 0

[Global routing]
  First-pass GRT wire length ........................ 1240 mm
  Total GRT Usage ........................ 0.254
  Number of global-route vias before repair ........................ 162000
  Largest net degree at the start of global routing ........................ 110
  Initial antenna violation count ........................ 59
  Total global routing overflow ........................ 0

[Synthesis]
  Distinct lib cells used ........................ 20
  Cell area after technology mapping ........................ 309000 sq um
  Proportion of netlist area held by the largest area contributor ........................ 0.798
  Sequential-to-total area share from yosys stat ........................ 0.798
  Cells after synthesis ........................ 13100
  Ys cells ........................ 13100
  Library cell with the largest summed area after synthesis ........................ edfxtp_1
  Ys Warns ........................ 1
  Post-synth area from yosys stat ........................ 309000 sq um
  Main area contributors after synthesis ........................ edfxtp_1, mux4_2, a22oi_1
  Mean area per synthesized cell ........................ 23.6 sq um
  Number of synthesized register bits ........................ 8224

[Finish]
  Signed area change from the synthesized netlist to the final layout ........................ 14.8%
  Post-route cell area ........................ 355000 sq um
  Commonest non-fill, non-tap cells in the layout ........................ edfxtp_1, mux4_2, a22oi_1
  Highest-count logic cell in the final layout ........................ edfxtp_1
  Fraction of layout cells with a size suffix above 1 ........................ 0.301
  FILL cells ........................ 61700

[Critical path]
  Minimum setup slack among reg-to-reg paths ........................ 64.27 ns
  Maximum net fanout on the critical path ........................ 72
  Data required time at the worst endpoint ........................ 68.64 ns
  Endpoint arrival time on the critical path ........................ 20.62 ns
  Reg2Reg Depth ........................ 5
  Setup CP Type ........................ primary input to flop
  RR Endpoint ........................ r_data[16]
  Worst setup endpoint ........................ r_data[11]
  Nature of the critical path startpoint ........................ primary input
  Start point of the critical path ........................ addr[0]
  Cell with the largest stage delay on the worst path ........................ buf_4
  Launching point of the worst reg2reg path ........................ mem[203][16]
  Endpoint class of the critical path ........................ flop
  Most common cell on crit path ........................ buf_4
  CP peak stage delay ........................ 0.67 ns
  Cell-by-cell trace of the critical path ........................ buf_16 -> buf_4 -> buf_4 -> buf_4 -> buf_4 -> buf_4 -> buf_4 -> buf_4 -> buf_4 -> mux4_2 -> a22oi_1 -> a21oi_1 -> buf_4 -> o41ai_1 -> buf_4 -> nand4_1

[Placed design]
  Place WS ........................ 46.42 ns
  Post-DP HPWL ........................ 523 mm
  Number of input and output port buffers inserted ........................ 106
  Total cell area at the placement stage ........................ 330000 sq um
  Gp weighted congestion ........................ 0.902

[Power]
  Peak VDD IR ........................ 0.0323 mV
  Cell Pwr Density ........................ 29.2 nW/um^2
  Leakage power total ........................ 0.0979 uW

[Flow run]
  Count of maximum capacitance violations ........................ 0
  Number of OpenROAD warnings ........................ 37

[Worst hold path]
  Hold Crit Start ........................ mem[48][22]
  Kind of path behind the tightest hold check ........................ flop to flop

----------------------------------------------------
[worst max-delay path: cells and delay by family]
kind,cells,cell delay [ns]
simple gates,1,0.09
compound gates,3,0.83
buf+inv,11,5.31
mux,1,0.59
[per-layer routing]
metal	track usage	share of wire	vias to the layer above	wire length [um]
met5	0.00720	0.0016	-	1460
li1	-	-	59200	-
met3	0.230	0.20	1510	180000
met4	0.106	0.055	43	49000
met2	0.356	0.46	10500	408000
met1	0.269	0.28	75000	250000
[registers in the layout, summed over array words and instances, names as in the netlist]
| signal | count |
|---|---|
| mem | 8192 |
| r_data | 32 |
[layout make-up]
cell class,count,area (sq um),area share
repair buffers,1043,8370,0.0236
diodes,90,225,0.000634
flip-flops and latches,8224,247000,0.695
clock buffers,998,20800,0.0586
clock inverters,454,3810,0.0107
multi-input cells,4086,62200,0.175
well taps,10200,12800,0.0360
[stage by stage]
step | power (uW) | utilization | cells | hold slack, ns
2_1_floorplan | 5990 | - | 13100 | 0.896
3_3_place_gp | 6220 | 0.429 | 23500 | 1.02
3_5_place_dp | 6220 | 0.429 | 23600 | 1.04
4_1_cts | 10400 | 0.461 | 25000 | 1.05
5_1_grt | 10600 | 0.461 | 25100 | 1.12
6_report | 10400 | 0.461 | 25100 | 1.06
[cell families after synthesis]
logic type      synth area share
buf+inv                   0.0108
mux                        0.149
simple gates             0.00520
compound gates            0.0367
flops                      0.798
[where the power goes]
group / switching, uW / total (uW) / internal (uW)
sequential: 6.25 / 5610 / 5610
clock: 1890 / 4240 / 2350
combinational: 342 / 498 / 156
[synth_stat cells]
master	n
buf_1	73
clkbuf_1	489
nand2_1	34
and4_1	1
a22oi_1	1024
edfxtp_1	8224
nor2b_1	7
and2_1	35
o41ai_1	128
mux4_2	2048
nor3b_1	2
nand2b_1	2
buf_2	192
a21oi_1	512
nor3_1	1
nor2_1	259
or2_2	1
buf_6	7
nand4_1	32
buf_4	27
[worst min-delay path by stage]
stage / to / cells after the start / slack, ns
CTS: r_data[22] / 5 / 1.05
global route: r_data[22] / 5 / 1.12
finish: r_data[22] / 5 / 1.06
Power figures rest on the tool's default switching activity, not on a simulated workload.
